$ cat config.mk
export PLATFORM = sky130hd
export DESIGN_NAME = DT
export DESIGN_NICKNAME = DT
export VERILOG_FILES = /design/flow/design.v
export SDC_FILE = /design/flow/constraint.sdc
export NUM_CORES = 4
export LEC_CHECK = 1
export CORE_UTILIZATION = 40
$ cat constraint.sdc
current_design DT

set clk_period 5.8
set clk_io_pct 0.2

create_clock -name clk0 -period $clk_period [get_ports {clk}]

set non_clock_inputs [all_inputs -no_clocks]
set_input_delay [expr $clk_period * $clk_io_pct] -clock clk0 $non_clock_inputs
set_output_delay [expr $clk_period * $clk_io_pct] -clock clk0 [all_outputs]
$ cat run.sh
#!/bin/bash
# OpenROAD 26Q1-2900-gdf79404cd8, Yosys 0.63+post, stock flow scripts
make -C /OpenROAD-flow-scripts/flow DESIGN_CONFIG=/design/flow/config.mk WORK_HOME=/design/flow/orfs finish
$ cat design.v
module DT(
	input 			clk, 
	input			reset,
	output	reg		done ,
	output	reg		sti_rd ,
	output	reg 	[9:0]	sti_addr ,
	input		[15:0]	sti_di,
	output	reg		res_wr ,
	output	reg		res_rd ,
	output	reg 	[13:0]	res_addr ,
	output	reg 	[7:0]	res_do,
	input		[7:0]	res_di,
	output reg fw_finish
	);
reg [3:0] current_State;
reg [3:0] next_State;
reg [7:0] minTemp;
reg [3:0] counter;
parameter INIT = 4'd0;
parameter READ_INIT = 4'd1;
parameter WRITE_INIT = 4'd2;
parameter WRITE_INIT_FINISH = 4'd3;  
parameter READ_F = 4'd4;  
parameter FORWARD = 4'd5;
parameter WRITE_F = 4'd6;  
parameter FORWARD_FINISH = 4'd7;
parameter READ_B = 4'd8;  
parameter BACKWARD = 4'd9;
parameter WRITE_B = 4'd10;  
parameter FINISH = 4'd11;
always@(posedge clk or negedge reset)
begin
	if(!reset) current_State <= INIT;
	else current_State <= next_State;
end
always@(*)
begin
	case(current_State)
	INIT:
	begin
		next_State = READ_INIT;
	end
	READ_INIT: 
	begin
		next_State = WRITE_INIT;
	end
	WRITE_INIT:
	begin
		if(counter == 4'd15)
		begin
			if(res_addr == 14'd16383) next_State = WRITE_INIT_FINISH;
			else next_State = READ_INIT;
		end
		else next_State = WRITE_INIT;
	end
	WRITE_INIT_FINISH: 
	begin
		next_State = READ_F;
	end
	READ_F:
	begin
		if(res_di) next_State = FORWARD;
		else
		begin
			if(res_addr == 14'd16254) next_State = FORWARD_FINISH;
			else next_State = READ_F;
		end 
	end
	FORWARD:
	begin
		if(counter == 4'd5) next_State = WRITE_F;
		else next_State = FORWARD;
	end
	WRITE_F:
	begin
		if(res_addr == 14'd16254) next_State = FORWARD_FINISH;
		else next_State = READ_F;
	end
	FORWARD_FINISH:
	begin
		next_State = READ_B;
	end
	READ_B:
	begin
		if(res_di) next_State = BACKWARD;
		else
		begin
			if(res_addr == 14'd128) next_State = FINISH;
			else next_State = READ_B;
		end
	end
	BACKWARD:
	begin
		if(counter == 4'd5) next_State = WRITE_B;
		else next_State = BACKWARD;
	end
	WRITE_B:
	begin
		if(res_addr == 14'd128) next_State = FINISH;
		else next_State = READ_B;
	end
	FINISH:
	begin
		next_State = FINISH;
	end
	default: next_State = INIT;
	endcase
end
always@(posedge clk or negedge reset)
begin
	if(!reset) fw_finish <= 1'd0;
	else if(current_State == FORWARD_FINISH) fw_finish <= 1'd1;
end
always@(posedge clk or negedge reset)
begin
	if(!reset) counter <= 4'd15;
	else if(next_State == READ_INIT) counter <= 4'd15;
	else if(next_State == WRITE_INIT || current_State == WRITE_INIT) counter <= counter - 4'd1;
	else if(next_State == FORWARD || next_State == BACKWARD) counter <= counter + 4'd1;
	else if(next_State == WRITE_F || next_State == WRITE_B) counter <= 4'd0;
end
always@(posedge clk or negedge reset)
begin
	if(!reset) sti_rd <= 1'd0;
	else if(next_State == READ_INIT) sti_rd <= 1'd1;
	else sti_rd <= 1'd0;
end
always@(posedge clk or negedge reset)
begin
	if(!reset) sti_addr <= 10'd0;
	else if(current_State == READ_INIT) sti_addr <= sti_addr + 1'd1;
end
always@(posedge clk or negedge reset)
begin
	if(!reset) res_rd <= 1'd0;
	else if(next_State == READ_F || next_State == FORWARD || next_State == READ_B || next_State == BACKWARD) res_rd <= 1'd1;
	else res_rd <= 1'd0;
end
always@(posedge clk or negedge reset)
begin
	if(!reset) res_wr <= 1'd0;
	else if(next_State == WRITE_INIT || next_State == WRITE_F || next_State == WRITE_B) res_wr <= 1'd1;
	else res_wr <= 1'd0;
end
always@(posedge clk or negedge reset)
begin
	if(!reset) res_addr <= 14'd16383;
	else if(next_State == WRITE_INIT) res_addr <= res_addr + 14'd1;
	else if(current_State == WRITE_INIT_FINISH) res_addr <= 14'd128;
	else if(current_State == FORWARD_FINISH) res_addr <= 14'd16255;
	else if(next_State == FORWARD || current_State == FORWARD)
	begin
		case(counter)
		4'd0: res_addr <= res_addr - 14'd129;
		4'd1: res_addr <= res_addr + 14'd1;
		4'd2: res_addr <= res_addr + 14'd1;
		4'd3: res_addr <= res_addr + 14'd126;
		4'd4: res_addr <= res_addr + 14'd1;
		endcase
	end
	else if(next_State == BACKWARD || current_State == BACKWARD)
	begin
		case(counter)
		4'd0: res_addr <= res_addr + 14'd129;
		4'd1: res_addr <= res_addr - 14'd1;
		4'd2: res_addr <= res_addr - 14'd1;
		4'd3: res_addr <= res_addr - 14'd126;
		4'd4: res_addr <= res_addr - 14'd1;
		endcase
	end
	else if(current_State == READ_F || current_State == WRITE_F) res_addr <= res_addr + 14'd1;
	else if(current_State == READ_B || current_State == WRITE_B) res_addr <= res_addr - 14'd1;
end
always@(posedge clk or negedge reset)
begin
	if(!reset) done <= 1'd0;
	else if(current_State == FINISH) done <= 1'd1;
end
wire [7:0] res_di_addOne;
assign res_di_addOne = res_di + 1'd1;
always@(posedge clk or negedge reset)
begin
	if(!reset) minTemp <= 8'd0;
	else if(current_State == FORWARD)
	begin
		if(counter == 4'd1)  minTemp <= res_di;
		else if(minTemp>res_di) minTemp <= res_di; 
	end
	else if(current_State == READ_B) minTemp <= res_di;
	else if(current_State == BACKWARD)
	begin
		if(minTemp>res_di_addOne) minTemp <= res_di_addOne;
	end
end
always@(posedge clk or negedge reset)
begin
	if(!reset) res_do <= 8'd0;
	else if(next_State == WRITE_INIT) res_do <= sti_di[counter];
	else if(next_State == WRITE_F) res_do <= minTemp + 8'd1;
	else if(next_State == WRITE_B) res_do <= minTemp;
end
endmodule
==> flow_summary.html <==
<h3>Run summary</h3>
<table>
<tr><th>Metric</th><th>Value</th></tr>
<tr><th colspan="2">Timing</th></tr>
<tr><td>Final tally of hold violations</td><td>0</td></tr>
<tr><td>Highest clock rate</td><td>between 200 and 250 MHz</td></tr>
<tr><td>Worst rel slew slack</td><td>0.480</td></tr>
<tr><td>Final clock skew</td><td>0.00753 ns</td></tr>
<tr><td>Number of max-slew violations in the final report</td><td>0</td></tr>
<tr><td>RSZ-0062 raised after global routing</td><td>no</td></tr>
<tr><td>Total setup violations reported at the end of the flow</td><td>0</td></tr>
<tr><td>Shortest clock period the worst path allows after layout</td><td>approximately 4.2 ns</td></tr>
<tr><td>Share of the clock period used by the worst path</td><td>0.728</td></tr>
<tr><td>Final total negative setup slack</td><td>0 ns</td></tr>
<tr><td>Slew @ Worst Pin</td><td>between 0.7 and 0.8 ns</td></tr>
<tr><th colspan="2">Min path</th></tr>
<tr><td>Class of the tightest hold or removal check</td><td>reg2reg</td></tr>
<tr><th colspan="2">Floorplan</th></tr>
<tr><td>Die height</td><td>approximately 130 µm</td></tr>
<tr><td>Core area</td><td>14,700 µm²</td></tr>
<tr><td>Chip footprint</td><td>roughly 16,000 µm²</td></tr>
<tr><td># rows</td><td>44</td></tr>
<tr><td>Number of top-level pins</td><td>63</td></tr>
<tr><td>Horizontal die dimension</td><td>between 100 and 150 µm</td></tr>
<tr><td>Fp_density</td><td>0.416</td></tr>
<tr><th colspan="2">Global route</th></tr>
<tr><td>Grt ovf</td><td>0</td></tr>
<tr><td>Antenna violations before repair</td><td>0</td></tr>
<tr><td>Vias in the first global route</td><td>5,648</td></tr>
<tr><td>Total Routing Usage GR</td><td>0.247</td></tr>
<tr><td>Largest net degree at the start of global routing</td><td>36</td></tr>
<tr><td>First-pass GRT wire length</td><td>between 30,000 and 40,000 µm</td></tr>
<tr><th colspan="2">Place</th></tr>
<tr><td>Count of input and output buffers</td><td>62</td></tr>
<tr><td>Detailed placer's ending HPWL</td><td>approximately 13,000 µm</td></tr>
<tr><td>Placed cell area</td><td>between 6000 and 7000 µm²</td></tr>
<tr><td>Placed cells</td><td>945</td></tr>
<tr><td>Gpl congestion</td><td>0.926</td></tr>
<tr><th colspan="2">Finish</th></tr>
<tr><td>Number of cells in the finished layout apart from fillers</td><td>around 960</td></tr>
<tr><td>Area taken by flip-flops and latches</td><td>~1600 µm²</td></tr>
<tr><td>Area of the multi-input gates</td><td>4230 µm²</td></tr>
<tr><td>Synthesis-to-finish area growth</td><td>16.5%</td></tr>
<tr><td>Tally of filler cells in the layout</td><td>1,379</td></tr>
<tr><td>Layout cell share with drive strength beyond 1</td><td>0.120</td></tr>
<tr><td>Cell area after layout</td><td>7120 µm²</td></tr>
<tr><th colspan="2">Drt</th></tr>
<tr><td>WL per Instance</td><td>between 15 and 20 µm</td></tr>
<tr><td>Via count</td><td>around 6,000</td></tr>
<tr><td>Number of antenna cells inserted</td><td>0</td></tr>
<tr><td>Post-route antenna net violation count</td><td>0</td></tr>
<tr><td>Drt via density</td><td>between 6 and 7</td></tr>
<tr><td>Count of TritonRoute iterations in the first routing pass</td><td>22</td></tr>
<tr><td>Detailed-route wire length</td><td>18,600 µm</td></tr>
<tr><td>Post-route DRC</td><td>0</td></tr>
<tr><td>Violation count after the first detailed-routing iteration</td><td>around 400</td></tr>
<tr><th colspan="2">Setup path</th></tr>
<tr><td>Required time reported for the critical path endpoint</td><td>6.02 ns</td></tr>
<tr><td>Element type at the critical path start</td><td>input pin</td></tr>
<tr><td>Capturing element type of the critical path</td><td>register</td></tr>
<tr><td>Largest fanout of any net on the critical path</td><td>8</td></tr>
<tr><td>Path type of the worst setup path</td><td>in2reg</td></tr>
<tr><td>Arrival time reported for the critical path endpoint</td><td>between 4 and 5 ns</td></tr>
<tr><th colspan="2">Synth</th></tr>
<tr><td>Number of flops mapped to enable cells by yosys</td><td>0</td></tr>
<tr><td>Sequential share of the synthesized area</td><td>0.254</td></tr>
<tr><td>Top cells, area</td><td>sky130_fd_sc_hd__dfrtp_1 17%, sky130_fd_sc_hd__dfstp_2 8.2%, sky130_fd_sc_hd__ha_1 6.3%</td></tr>
<tr><td>Fraction of synthesized area in multiplexers</td><td>0.0467</td></tr>
<tr><td>Number of cells in Yosys stat</td><td>around 750</td></tr>
<tr><td>Count of warnings emitted by yosys</td><td>1</td></tr>
<tr><td>Yosys simple share</td><td>0.236</td></tr>
<tr><td>Post-synthesis cell type with the largest combined area</td><td>sky130_fd_sc_hd__dfrtp_1</td></tr>
<tr><td>Mean area per synthesized cell</td><td>slightly above 8 µm²</td></tr>
<tr><td>Main flop type</td><td>sky130_fd_sc_hd__dfrtp_1</td></tr>
<tr><td>Post-synthesis share of cell area spent on xor and xnor gates</td><td>0.0745</td></tr>
<tr><td>Number of distinct library cell variants in the gate-level netlist after synthesis</td><td>90</td></tr>
<tr><td>Synthesized cell area</td><td>a little over 6000 µm²</td></tr>
<tr><td>Most instantiated cells after synthesis</td><td>69 x sky130_fd_sc_hd__nand2_1, 59 x sky130_fd_sc_hd__nor2_1, 46 x sky130_fd_sc_hd__o21ai_0, 42 x sky130_fd_sc_hd__dfrtp_1, 39 x sky130_fd_sc_hd__xnor2_1</td></tr>
<tr><td>Adder-cell area share of the yosys netlist</td><td>0.0635</td></tr>
<tr><td>Proportion of synthesized flip-flops having asynchronous set or reset</td><td>1.00</td></tr>
<tr><td>Area leader share</td><td>0.172</td></tr>
<tr><td>Synthesized flop and latch total</td><td>a little over 60</td></tr>
<tr><td>Yosys aoi share</td><td>0.269</td></tr>
<tr><td>Chip area in the Yosys report</td><td>6110 µm²</td></tr>
<tr><td>Top non-seq family</td><td>AND-OR/OR-AND gates</td></tr>
<tr><td>Most common cell in the netlist</td><td>sky130_fd_sc_hd__nand2_1</td></tr>
<tr><td>Gate count of the mapped netlist</td><td>around 750</td></tr>
<tr><th colspan="2">Clock tree</th></tr>
<tr><td>TritonCTS buffer count</td><td>9</td></tr>
<tr><td>Maximum clock insertion buffer count</td><td>2</td></tr>
<tr><td>Total number of H-tree levels</td><td>3</td></tr>
<tr><td>Clock edge transition at the registers on the reported setup and hold paths</td><td>about 0.050 ns</td></tr>
<tr><td>Number of setup buffers added after CTS</td><td>0</td></tr>
<tr><td>Clock tree from TritonCTS</td><td>built</td></tr>
<tr><td>Number of hold buffers added after cts</td><td>0</td></tr>
<tr><td>Sink Count</td><td>61</td></tr>
<tr><td>Cell resize tally after clock tree synthesis</td><td>0</td></tr>
<tr><td>Library cell used as clock root buffer</td><td>sky130_fd_sc_hd__clkbuf_16</td></tr>
<tr><td>Clk Latency, worst-skew pair</td><td>0.34 ns</td></tr>
<tr><th colspan="2">Power</th></tr>
<tr><td>Worst voltage drop across the vdd grid</td><td>about 160 µV</td></tr>
<tr><td>Leakage</td><td>roughly 0.0028 µW</td></tr>
<tr><td>Power Dens Cells</td><td>approximately 260 nW/µm²</td></tr>
<tr><th colspan="2">Run</th></tr>
<tr><td>Number of max-capacitance violations reported</td><td>0</td></tr>
<tr><td>Tool warnings</td><td>35</td></tr>
<tr><th colspan="2">Run status</th></tr>
<tr><td>Run status</td><td>complete, no violations</td></tr>
</table>
[area by class of cell]
| class | instances | share of cell area |
|---|---|---|
| multi-input cells | 606 | 0.593 |
| flip-flops and latches | 61 | 0.218 |
| repair buffers | 71 | 0.0959 |
| well taps | 184 | 0.0323 |
| clock buffers | 9 | 0.0316 |
| clock inverters | 7 | 0.0169 |
| inverters | 23 | 0.0121 |
[critical path: stages]
cell,delay [ns]
sky130_fd_sc_hd__clkdlybuf4s50_1,0.59
sky130_fd_sc_hd__nand3_1,0.18
sky130_fd_sc_hd__nor3_1,0.41
sky130_fd_sc_hd__nand3_1,0.16
sky130_fd_sc_hd__xnor2_1,0.15
sky130_fd_sc_hd__ha_1,0.28
sky130_fd_sc_hd__and3_1,0.18
sky130_fd_sc_hd__nand4_1,0.09
sky130_fd_sc_hd__o21ai_0,0.17
sky130_fd_sc_hd__a21oi_1,0.07
sky130_fd_sc_hd__o32ai_2,0.59
sky130_fd_sc_hd__mux2_2,0.41
[path summary, 6_finish.rpt]
kind,from,to,slack (ns),cells after the start
worst max-delay path,res_di[2],minTemp[2],1.57,12
worst min-delay path,done,done,0.47,1
worst max register to register,res_addr[1],res_addr[11],2.20,9
worst min register to register,done,done,0.47,1
max in group asynchronous,reset,current_State[0],4.01,2
min in group asynchronous,reset,res_do[7],0.85,1
[power by group]
group	switching (µW)	total, µW	internal (µW)
logic	381	678	297
registers	83.6	566	482
clock network	209	631	422
total	674	1880	1200
[through the flow]
step	hold slack [ns]	setup WS, ns	util	total power (µW)
detailed placement	0.460	1.24	0.461	1230
global placement	0.460	1.32	0.461	1220
global route	0.482	1.32	0.484	1990
finish	0.472	1.57	0.484	1880
floorplan	0.410	2.20	-	1010
CTS	0.473	1.59	0.484	1880
[cell usage in the layout, fill, tap and decap left out, types with 5 or more instances in the layout]
cell / netlist / final
sky130_fd_sc_hd__and3_1: 13 / 13
sky130_fd_sc_hd__o21ai_1: 8 / 8
sky130_fd_sc_hd__a31oi_1: 6 / 6
sky130_fd_sc_hd__a22o_1: 5 / 5
sky130_fd_sc_hd__ha_1: 31 / 31
sky130_fd_sc_hd__nor3_1: 24 / 22
sky130_fd_sc_hd__a221oi_1: 6 / 6
sky130_fd_sc_hd__o21a_1: 9 / 9
sky130_fd_sc_hd__and2_1: 6 / 6
sky130_fd_sc_hd__mux2_2: 8 / 8
sky130_fd_sc_hd__nand4_1: 16 / 16
sky130_fd_sc_hd__o22ai_1: 11 / 11
sky130_fd_sc_hd__dfstp_2: 19 / 19
sky130_fd_sc_hd__a21oi_1: 38 / 38
sky130_fd_sc_hd__inv_1: 23 / 23
sky130_fd_sc_hd__mux4_2: 5 / 5
sky130_fd_sc_hd__nor2_1: 59 / 59
sky130_fd_sc_hd__o221ai_1: 8 / 8
sky130_fd_sc_hd__mux2i_1: 6 / 6
sky130_fd_sc_hd__xor2_1: 13 / 13
sky130_fd_sc_hd__nand2_1: 69 / 69
sky130_fd_sc_hd__a21o_1: 9 / 9
sky130_fd_sc_hd__buf_4: 7 / 9
sky130_fd_sc_hd__nor2b_1: 7 / 7
sky130_fd_sc_hd__nor4_1: 8 / 8
sky130_fd_sc_hd__nand3_1: 18 / 18
sky130_fd_sc_hd__xnor2_1: 39 / 39
sky130_fd_sc_hd__a211oi_1: 15 / 15
sky130_fd_sc_hd__clkdlybuf4s50_1: 0 / 61
sky130_fd_sc_hd__dfrtp_1: 42 / 42
sky130_fd_sc_hd__a2111oi_0: 6 / 6
sky130_fd_sc_hd__or3_1: 8 / 8
sky130_fd_sc_hd__clkbuf_16: 0 / 9
sky130_fd_sc_hd__o211ai_1: 11 / 11
sky130_fd_sc_hd__a22oi_1: 6 / 6
sky130_fd_sc_hd__o21ai_0: 46 / 46
[flip-flops by register name, summed over array words and instances (netlist names)]
signal / flops
minTemp: 8
res_wr: 1
current_State: 12
fw_finish: 1
res_addr: 14
done: 1
res_do: 8
counter: 4
sti_rd: 1
sti_addr: 10
res_rd: 1
[cell families after synthesis]
logic type / count (synthesis)
flip-flops: 61
AND-OR/OR-AND: 234
AND/OR/NAND/NOR: 267
multiplexers: 21
adder cells (fa/ha/maj): 31
XOR/XNOR: 52
other: 1
buffers and inverters: 80
[metal layers]
layer,track usage,part of all wire,vias up
met5,0,0,-
met4,0.0459,0.014,0
met3,0.0462,0.076,25
met2,0.365,0.44,235
met1,0.384,0.47,2904
li1,-,-,2843
Power and IR drop assume default switching activity.
